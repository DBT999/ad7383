**config.mk**
```make
export PLATFORM = sky130hd
export DESIGN_NAME = ad7383_adc_axi_stream_verilog_wrapper
export DESIGN_NICKNAME = ad7383_adc_axi_stream_verilog_wrapper
export VERILOG_FILES = /design/flow/design.v
export SDC_FILE = /design/flow/constraint.sdc
export NUM_CORES = 4
export LEC_CHECK = 1
export CORE_UTILIZATION = 40
```
**constraint.sdc**
```tcl
current_design ad7383_adc_axi_stream_verilog_wrapper

set clk_period 3.9
set clk_io_pct 0.2

create_clock -name clk0 -period $clk_period [get_ports {ACLK}]
create_clock -name clk1 -period $clk_period [get_ports {adc_clk_i}]

set non_clock_inputs [all_inputs -no_clocks]
set_input_delay [expr $clk_period * $clk_io_pct] -clock clk0 $non_clock_inputs
set_output_delay [expr $clk_period * $clk_io_pct] -clock clk0 [all_outputs]
```
**design.v**
```verilog
`timescale 1ns / 1ps
module ad7383_adc_axi_stream_interface(
    input               ACLK,
    input               ARESETN,
    input               M_AXIS_TREADY,
    output logic [31:0] M_AXIS_TDATA,
    output              M_AXIS_TVALID,
    output              M_AXIS_TLAST,
    input logic [15:0]  dataA_i,
    input logic [15:0]  dataB_i,
    input               adc_valid_i
    );
    logic [31:0]            adc_data_axi;
    assign M_AXIS_TDATA =   adc_data_axi;
    logic                   axi_valid;
    logic                   axi_last;
    assign M_AXIS_TVALID =  axi_valid;  
    assign M_AXIS_TLAST  =  axi_last;
    logic [15:0]    dataA_buf       [2];
    logic [15:0]    dataB_buf       [2];
    logic           adc_valid_buf   [2];
    always_ff @(posedge ACLK) begin
        dataA_buf[0]        <= dataA_i;
        dataB_buf[0]        <= dataB_i;
        adc_valid_buf[0]    <= adc_valid_i;
        dataA_buf[1]        <= dataA_buf[0];
        dataB_buf[1]        <= dataB_buf[0];
        adc_valid_buf[1]    <= adc_valid_buf[0];
    end
    always_ff @(posedge ACLK) begin
        if(!ARESETN)                            axi_valid <= 0;
        else if(M_AXIS_TREADY || !adc_valid_i) begin  
                                                axi_valid <= adc_valid_buf[1];  
                                                axi_last  <= adc_valid_buf[1];  
        end
    end
    always_ff @(posedge ACLK) begin
        if(!ARESETN)                            adc_data_axi <= '0;
        else if(M_AXIS_TREADY && axi_valid)    adc_data_axi <= {dataA_buf[1], dataB_buf[1]};  
    end
endmodule
`timescale 1ns / 1ps
module ad7383_adc_axi_stream_verilog_wrapper #(
    parameter   ADC_CLK_FREQ    = 50_000_000,
    parameter   SAMPLE_RATE     = 2_500_000
    ) (
    input               ACLK,
    input               ARESETN,
    input               M_AXIS_TREADY,
    output [31:0]   M_AXIS_TDATA,
    output              M_AXIS_TVALID,
    output              M_AXIS_TLAST,
    output              adc_ready_o,
    input               adc_clk_i,
    input               init_i,
    input               adc_sdiA_i,
    input               adc_sdiB_i,
    output              adc_cs_o,
    output              adc_sclk_o,
    output              adc_sdo_o
    );
    wire [15:0]   adc_dataA, adc_dataB;
    wire   adc_valid;
    ad7383_adc_axi_stream_interface axi_stream_interface(
        .ACLK           (   ACLK            ),
        .ARESETN        (   ARESETN         ),
        .M_AXIS_TREADY  (   M_AXIS_TREADY   ),
        .M_AXIS_TDATA   (   M_AXIS_TDATA    ),
        .M_AXIS_TVALID  (   M_AXIS_TVALID   ),
        .M_AXIS_TLAST   (   M_AXIS_TLAST    ),
        .dataA_i        (   adc_dataA       ),
        .dataB_i        (   adc_dataB       ),
        .adc_valid_i    (   adc_valid       )      
    );      
    ad7383_adc_interface #(.CLK_FREQ(ADC_CLK_FREQ), .SAMPLE_RATE(SAMPLE_RATE) ) adc_interface(
        .clk_i          (   adc_clk_i   ),
        .rst_i          (   !ARESETN    ),
        .init_i         (   init_i      ),
        .ready_o        (   adc_ready_o ),
        .dataA_o        (   adc_dataA   ),
        .dataB_o        (   adc_dataB   ),
        .valid_o        (   adc_valid   ),
        .sdiA_i         (   adc_sdiA_i  ),
        .sdiB_i         (   adc_sdiB_i  ),
        .cs_o           (   adc_cs_o    ),
        .sclk_o         (   adc_sclk_o  ),    
        .sdo_o          (   adc_sdo_o   )
    );    
endmodule
`timescale 1ns / 1ps
module ad7383_adc_interface #(
    parameter   CLK_FREQ        = 80_000_000,
    parameter   SAMPLE_RATE     = 4_000_000  
    ) (
    input               clk_i,
    input               rst_i,
    input               init_i,          
    output              ready_o,         
    output logic [15:0] dataA_o,
    output logic [15:0] dataB_o,
    output logic        valid_o,
    input               sdiA_i,  
    input               sdiB_i,
    output              cs_o,    
    output              sclk_o,
    output              sdo_o,  
    input               debug_clk
    );
    logic clk;
    assign clk = clk_i;   
    logic cs, sclk, data_valid;
    logic [15:0] dataA_reg;
    logic [15:0] dataB_reg;
    logic [15:0] sdata_reg;  
    assign cs_o = cs;
    assign sclk_o = sclk;
    assign sdo_o = sdata_reg[15];
    assign dataA_o = dataA_reg;
    assign dataB_o = dataB_reg;
    assign valid_o = data_valid;
    assign sclk = clk | cs;  
    localparam CLOCKS_PER_SAMPLE = CLK_FREQ / SAMPLE_RATE;  
    logic [$clog2(CLOCKS_PER_SAMPLE)-1:0]   frame_timer;  
    localparam logic [15:0] WRITE_CMD_TEMPLATE   = {1'b1,3'b000,12'h000};  
    localparam logic [15:0] READ_CMD_TEMPLATE    = {1'b0,3'b000,12'h000};  
    localparam logic [15:0] READ_HIGH_THRESH     = {1'b0,3'b101,12'h000};  
    localparam logic [15:0] READ_LOW_THRESH      = {1'b0,3'b100,12'h000};  
    localparam logic [15:0] READ_ALERT_REG       = {1'b0,3'b011,12'h000};  
    localparam logic [15:0] NOP_CMD              = {1'b0,3'b000,12'h000};  
    localparam logic [15:0] READ_REG_1           = {1'b0,3'b001,12'h000};  
    localparam logic [15:0] READ_REG_2           = {1'b0,3'b010,12'h000};  
    localparam logic [15:0] WRITE_REG_1          = {1'b1,3'b001,12'b00_1_000_0_0_0_0_1_0};  
    localparam logic [15:0] SOFT_RESET           = {1'b1,3'b010,12'b000_0_0011_1100};  
    localparam logic [15:0] CLEAR_RESET          = {1'b1,3'b010,12'b000_0_0000_0000};
    logic readback_valid;  
    assign readback_valid = dataA_reg == (WRITE_REG_1 & 16'h0FFF);
    typedef enum
        {   Idle,
            SoftReset,
            ClearReset,
            Init,
            Readback,
            CheckReg,
            Sample  }   state_e;    
    (* mark_debug = "true" *)   state_e state, next;
    always_comb
        case(state)
            Idle:           if(init_i)                                      next = SoftReset;
                            else                                            next = Idle;
            SoftReset:      if(frame_timer == CLOCKS_PER_SAMPLE-1)          next = ClearReset;
                            else                                            next = SoftReset;  
            ClearReset:     if(frame_timer == CLOCKS_PER_SAMPLE-1)          next = Init;
                            else                                            next = ClearReset;              
            Init:           if(frame_timer == CLOCKS_PER_SAMPLE-1)          next = Readback;         
                            else                                            next = Init;
            Readback:       if(frame_timer == CLOCKS_PER_SAMPLE-1)          next = CheckReg;
                            else                                            next = Readback;
            CheckReg:       if(frame_timer == CLOCKS_PER_SAMPLE-1)
                                if(readback_valid)                          next = Sample;
                                else                                        next = SoftReset;
                            else                                            next = CheckReg;
            Sample:                                                         next = Sample;
            default:                                                        next = Idle;
        endcase
    assign ready_o = state == Sample;
    assign cs =     (state == Idle) ||          
                    (frame_timer >= 16 ) ;       
    always_ff @(posedge clk) begin
        if(state == Idle)                                   sdata_reg <= SOFT_RESET;
        else 
            if(frame_timer == CLOCKS_PER_SAMPLE-1)
                case(next)
                    Idle:                                   sdata_reg <= SOFT_RESET;
                    SoftReset:                              sdata_reg <= SOFT_RESET;
                    ClearReset:                             sdata_reg <= CLEAR_RESET;
                    Init:                                   sdata_reg <= WRITE_REG_1;
                    Readback:                               sdata_reg <= READ_REG_1;
                    CheckReg:                               sdata_reg <= NOP_CMD;
                    Sample:                                 sdata_reg <= NOP_CMD;
                    default:                                sdata_reg <= READ_REG_1;
                endcase
            else                                            sdata_reg <= sdata_reg << 1;
    end
    always_ff @(posedge clk)
        if(state == Idle) begin
              dataA_reg <= '0;
              dataB_reg <= '0;
        end
        else if(~cs) begin
            dataA_reg <= {dataA_reg, sdiA_i};
            dataB_reg <= {dataB_reg, sdiB_i};
        end
    always_ff @(posedge clk)
        if(ready_o) begin
            if(frame_timer == 16)                           data_valid <= 1;    
            else                                            data_valid <= 0;  
        end
        else                                                data_valid <= 0;    
    always_ff @(posedge clk)
        if(state == Idle)                               frame_timer <= '0;
        else if(frame_timer == CLOCKS_PER_SAMPLE-1)     frame_timer <= '0;
        else                                            frame_timer <= frame_timer + 1'b1;
    always_ff @(posedge clk)
        if(rst_i)   state <= Idle;
        else        state <= next;
endmodule
```
**run.sh**
```bash
#!/bin/bash
# OpenROAD 26Q1-2900-gdf79404cd8, Yosys 0.63+post, stock flow scripts
make -C /OpenROAD-flow-scripts/flow DESIGN_CONFIG=/design/flow/config.mk WORK_HOME=/design/flow/orfs finish
```
==> flow_summary.rst <==
Flow metrics
------------

.. list-table::
   :header-rows: 1

   * - Metric
     - Value
   * - Total core area
     - 11600 um^2
   * - Chip Footprint
     - 12600 um^2
   * - Crit path launch type
     - clock port
   * - Post-route ant nets
     - 0
   * - First-pass DRT Iterations
     - 15
   * - Crit path DAT
     - 2.90 ns
   * - CP Max Fanout
     - 2
   * - Detailed placer's ending HPWL
     - 4830 um
   * - Horizontal die size
     - 112 um
   * - Yosys stat cell total
     - 447
   * - Max-cap violations
     - 0
   * - TritonCTS clock tree
     - done
   * - Pwr/cell area
     - 581 nW/um^2
   * - Aggregate global routing overflow
     - 0
   * - Number of buffers inserted for hold repair after clock tree synthesis
     - 0
   * - Slew at the pin closest to its max-slew limit
     - 0.533 ns
   * - Cells along the critical path
     - clkbuf_16, clkbuf_16, or3_1, clkdlybuf4s50_1
   * - Outcome
     - finished, final reports clean
   * - Mean post-synth cell area
     - 10.9 um^2
   * - Required time of the critical path
     - 3.12 ns
   * - Classification of the worst-slack hold path
     - reg2reg
   * - Endpoint class of the critical path
     - primary output
   * - Largest stage delay on the critical path
     - 0.40 ns
   * - Cell type with the highest occurrence count on the critical path
     - sky130_fd_sc_hd__clkbuf_16
   * - Pin count of the biggest net entering global routing
     - 42
   * - Antenna violations before repair
     - 0
   * - Vias
     - 3065
   * - Post-cts sizing count
     - 0
   * - Last element of the critical path
     - adc_sclk_o
   * - Number of cells on the worst reg-to-reg path
     - 6
   * - Number of warning messages in the yosys log
     - 5
   * - Count of standard-cell rows
     - 39
   * - Layout cells sized above 1
     - 0.0929
   * - Final sum of negative setup slack
     - 0 ns
   * - Ant. Diodes
     - 0
   * - Final Setup Violations
     - 0
   * - Pre-CTS setup slack
     - 0.490 ns
   * - Setup repair after global routing missed its margin
     - no
   * - Vias per inst
     - 4.72
   * - Overall power consumption
     - 3.54 mW
   * - Count of pins on the block boundary
     - 45
   * - Final Core Density
     - 0.524
   * - Stage-log warning count
     - 29
   * - Count of endpoints failing hold in the final timing report
     - 0
   * - Standard cell with the maximum stage delay on the critical path
     - sky130_fd_sc_hd__clkdlybuf4s50_1
   * - Non-Filler Cell Area, Final
     - 6090 um^2
   * - CTS clk-pin slew, worst paths
     - 0.07 ns
   * - Cell area after synthesis
     - 4860 um^2
   * - Sequential element share of the synthesized area
     - 0.661
   * - Max IR drop VDD
     - 0.000305 V
   * - Family of cells with the greatest summed delay on the critical path
     - buffers and inverters
   * - Global router's overall resource usage
     - 0.143
   * - Critical path launch point
     - adc_clk_i
   * - Total wire length after detailed routing
     - 8010 um
   * - Number of DRC markers after the initial detailed-route iteration
     - 159
   * - Buffers & Inverters on Critical Path
     - 3
   * - Min setup slack post-route
     - 0.216 ns
   * - Cell area reported after detailed placement
     - 5410 um^2
   * - Final routed wire length divided by cell count
     - 12.3 um
   * - WP depth
     - 4
   * - Area grow syn2layout
     - 25.2%
   * - Static leakage
     - 2.21 nW
   * - Final Slew Violations
     - 0
   * - Number of flip-flops and latches in the synthesized netlist
     - 160
   * - Most instantiated flip-flop cell in the synthesis netlist
     - sky130_fd_sc_hd__dfxtp_1
   * - DIE HEIGHT
     - 112 um
   * - Via count of the first global-routing pass
     - 2947
   * - Clock skew
     - 0.00493 ns
   * - Buffers on Ports
     - 43
   * - Registers with the highest flip-flop counts
     - axi_stream_interface.adc_data_axi x32, axi_stream_interface.dataA_buf x32, axi_stream_interface.dataB_buf x32
   * - Worst R2R End
     - adc_interface.sdata_reg[12]
   * - Share of flip-flops with an asynchronous set or reset
     - 0
   * - Final Wtd Congestion
     - 0.850
   * - Unique masters post-synth
     - 38
   * - Yosys-reported design area after synthesis
     - 4860 um^2
   * - Global-route wire length before repair
     - 14000 um
   * - Synth Instances
     - 447
   * - Max-slew headroom
     - 0.645
   * - Floorplan utilization
     - 0.419
   * - Post-CTS setup buffers
     - 0
   * - Worst reg2reg setup slack
     - 1.79 ns
   * - Count of library flops with an enable pin
     - 1
   * - Type of the setup path with the least slack
     - clk2out
   * - Post-route DRC
     - 0
   * - Critical register-to-register path startpoint
     - adc_interface.frame_timer[0]
[cell usage in the layout (no fill, tap or decap), types with 2 or more instances in the layout]
cell type,instances
sky130_fd_sc_hd__nor4_1,3
sky130_fd_sc_hd__nand2_1,92
sky130_fd_sc_hd__ha_1,2
sky130_fd_sc_hd__o21ai_0,5
sky130_fd_sc_hd__nor2b_1,3
sky130_fd_sc_hd__a21boi_0,37
sky130_fd_sc_hd__and4_1,2
sky130_fd_sc_hd__nand3_1,3
sky130_fd_sc_hd__a21oi_1,6
sky130_fd_sc_hd__inv_6,4
sky130_fd_sc_hd__and3_1,7
sky130_fd_sc_hd__nor3_1,2
sky130_fd_sc_hd__bufinv_16,2
sky130_fd_sc_hd__clkinv_2,3
sky130_fd_sc_hd__clkdlybuf4s50_1,43
sky130_fd_sc_hd__nor2_1,41
sky130_fd_sc_hd__mux2i_1,33
sky130_fd_sc_hd__clkinv_4,4
sky130_fd_sc_hd__clkbuf_16,21
sky130_fd_sc_hd__o211ai_1,2
sky130_fd_sc_hd__dfxtp_1,158
sky130_fd_sc_hd__buf_4,5
sky130_fd_sc_hd__nor4b_1,2
sky130_fd_sc_hd__inv_1,6
[cells in the mapped netlist, types with 2 or more instances]
master | number | share of area
sky130_fd_sc_hd__o211ai_1 | 2 | 0.0031
sky130_fd_sc_hd__and4_1 | 2 | 0.0036
sky130_fd_sc_hd__and3_1 | 7 | 0.0090
sky130_fd_sc_hd__dfxtp_1 | 159 | 0.65
sky130_fd_sc_hd__ha_1 | 2 | 0.0051
sky130_fd_sc_hd__buf_2 | 5 | 0.0051
sky130_fd_sc_hd__nand2_1 | 92 | 0.071
sky130_fd_sc_hd__nor4b_1 | 2 | 0.0036
sky130_fd_sc_hd__o21ai_0 | 5 | 0.0051
sky130_fd_sc_hd__nand3_1 | 3 | 0.0031
sky130_fd_sc_hd__mux2i_1 | 33 | 0.068
sky130_fd_sc_hd__nor2b_1 | 3 | 0.0039
sky130_fd_sc_hd__nor2_1 | 41 | 0.032
sky130_fd_sc_hd__a21boi_0 | 37 | 0.057
sky130_fd_sc_hd__nor3_1 | 2 | 0.0021
sky130_fd_sc_hd__nor4_1 | 3 | 0.0039
sky130_fd_sc_hd__clkbuf_1 | 18 | 0.014
sky130_fd_sc_hd__a21oi_1 | 6 | 0.0062
sky130_fd_sc_hd__inv_1 | 6 | 0.0046
[metal layers]
| metal | global-route usage | part of all wire | vias to the layer above |
|---|---|---|---|
| li1 | - | - | 1581 |
| met1 | 0.216 | 0.50 | 1404 |
| met2 | 0.214 | 0.43 | 63 |
| met3 | 0.0363 | 0.044 | 17 |
| met4 | 0.0364 | 0.025 | 0 |
| met5 | 0 | 0 | - |
[layout make-up]
type,count,area [um^2]
repair buffers,47,458
clock buffers,22,536
well taps,143,179
fillers,999,5530
inverters,6,22.5
clock inverters,14,156
flip-flops and latches,160,3210
multi-input cells,257,1520
[where the power goes]
part | internal, mW | switching (mW) | total [mW]
combinational | 0.0235 | 0.0265 | 0.0501
clock | 1.14 | 0.685 | 1.83
sequential | 1.65 | 0.00854 | 1.66
total | 2.82 | 0.720 | 3.54
[through the flow]
step                cells  hold WS, ns
finish                649        0.323
global route          649        0.331
CTS                   649        0.326
detailed placement    614        0.312
global placement      614        0.310
floorplan             447        0.310
[kinds of logic (layout without fill, tap and decap cells)]
family	Yosys count	in the layout	synth area share
adders and majority gates	2	2	0.00515
buffers and inverters	30	89	0.0260
xor gates and xnor gates	2	2	0.00360
DFF	160	160	0.661
and+or+nand+nor	163	163	0.150
AOI/OAI and AO/OA	56	56	0.0841
muxes	34	34	0.0703
[worst min path at each step]
stage,startpoint,to,cells after the start
after CTS,axi_stream_interface.dataB_buf[0][11],axi_stream_interface.dataB_buf[1][11],0
after global routing,axi_stream_interface.dataB_buf[0][4],axi_stream_interface.dataB_buf[1][4],0
final,axi_stream_interface.dataB_buf[0][14],axi_stream_interface.dataB_buf[1][14],0
No activity file was given, so power comes from the tool's default toggle rates.
